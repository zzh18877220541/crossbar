<file path="flow/design.v">
module crossbar1x4 #(
    parameter width = 320
)(
    input   wire [width - 1: 0] in,    
    output  reg  [width - 1: 0] out0,  
    output  reg  [width - 1: 0] out1,  
    output  reg  [width - 1: 0] out2,  
    output  reg  [width - 1: 0] out3,  
    input   wire [1:0]          sel_in,  
    input   wire                clk,
    input   wire                rst
);
always @(*) begin
    out0 = 0;
    out1 = 0;
    out2 = 0;
    out3 = 0;
    case (sel_in)
        2'b00: out0 = in;
        2'b01: out1 = in;
        2'b10: out2 = in;
        2'b11: out3 = in;
        default: begin
            out0 = 0;
            out1 = 0;
            out2 = 0;
            out3 = 0;
        end
    endcase
end
endmodule
</file>
<file path="flow/run.sh">
#!/bin/bash
# OpenROAD 26Q1-2900-gdf79404cd8, Yosys 0.63+post, stock flow scripts
make -C /OpenROAD-flow-scripts/flow DESIGN_CONFIG=/design/flow/config.mk WORK_HOME=/design/flow/orfs finish
</file>
<file path="flow/config.mk">
export PLATFORM = sky130hd
export DESIGN_NAME = crossbar1x4
export DESIGN_NICKNAME = crossbar1x4
export VERILOG_FILES = /design/flow/design.v
export SDC_FILE = /design/flow/constraint.sdc
export NUM_CORES = 4
export LEC_CHECK = 1
export CORE_AREA = 10 10 612 612
export DIE_AREA = 0 0 622 622
</file>
<file path="flow/constraint.sdc">
current_design crossbar1x4

set clk_period 1.0
set clk_io_pct 0.2

create_clock -name clk0 -period $clk_period

set non_clock_inputs [all_inputs -no_clocks]
set_input_delay [expr $clk_period * $clk_io_pct] -clock clk0 $non_clock_inputs
set_output_delay [expr $clk_period * $clk_io_pct] -clock clk0 [all_outputs]
</file>
==> summary.txt <==
clock buffers - 0
Placer Congestion - 0.8767
Hold WC Path Type - input port to output pin
Final Cell Area - 44,690 um^2
Tool Warnings - 37
Placed Area - 41,110 um^2
hold path cells - 4
top cells by count, synth - and3b_1, and3_1, nor3b_2
number of fillers in the final layout - 41,155
fin crit period - 1.973 ns
sw power - 9.959 mW
num rows - 221
maximum VDD drop - 290.6 uV
maximum clock rate - 506.9 MHz
share of cells above drive strength 1 - 45.37%
# setup viols final - 1,280
Congestion Overflow GR - 0
RSZ-0062 raised after global routing - yes
leakage - 20.59 nW
post-synth cell types - 9
Logic cell area - 11,370 um^2
internal power - 9.717 mW
Worst Path Arrival - 1.77 ns
switching share of power - 50.62%
hold path startpoint - sel_in[0]
DRT Pass-1 Iters - 5
Yosys chip area - 12,640 um^2
Antenna Nets Post-Route - 0
Seq cells - 0
crit share post-route - 197.3%
vias in the first global route - 22,286
CP Class - input port to output pin
gr usage total - 17.84%
Mapped Cells - 1,564
Seq. cell area - 0 um^2
port bufs - 1,602
Detailed Place HPWL - 317,900 um
dpl ws - -1.694 ns
Ports - 1,604
failing checks - negative setup slack
YS warnings - 1
floorplan utilization - 3.496%
synthesized area - 12,640 um^2
final hold vios - 0
Worst Slack Setup Final - -0.9726 ns
Top area cell types - and3b_1, nor3b_2, and3_1
top-count cell post-synth - and3b_1
Iteration-0 DRC Markers - 1,621
largest area contributor in the netlist - and3b_1
Die Ht - 622 um
Via-to-Cell Ratio - 2.832
Max Cap Viol - 0
Layout area overhead - 253.5%
Startpoint Class - input port
worst-margin pin slew - 0.9075 ns
crit path max fanout - 42
Hold Buf Count CTS - 0
Req. time, crit path - 0.80 ns
final slew viol count - 0
Syn Area/Cell - 8.085 um^2
Routed wire per std cell - 43.28 um
Die Size - 386,900 um^2
largest net degree at the start of global routing - 97
Area leader share - 44.33%
status - complete, but fails checks
DIE WIDTH - 622 um
hold endpoint - out0[272]
worst rel slew slack - 39.50%
Vias - 23,834
number of standard cells reported by yosys - 1,564
initial antenna violation count - 200
crit path capture type - output pin
WL final - 364,300 um
DRC Markers - 0
Post-synth seq share - 0%
core area - 361,700 um^2
first-pass GRT wire length - 411,000 um
Pwr per Cell Area - 440.2 nW/um^2
cells by family (layout without fill, tap and decap cells):
family	Yosys count	in the layout	share of synthesized area (%)
other	0	78	0
buffers and inverters	284	2264	12.92
AND/OR/NAND/NOR	1280	1280	87.08
layout by cell type (no fill, tap or decap), drive strengths merged:
cell,netlist,layout
bufbuf,0,13
nor3b,320,320
dlymetal6s2s,0,53
dlygate4sd2,0,53
and3b,640,640
buf,187,1244
diode,0,78
clkdlybuf4s50,0,799
clkbuf,97,68
clkdlybuf4s15,0,34
and3,320,320
worst max path at each step:
stage / end / startpoint / slack, ns / cells after the start
after CTS: out0[134] / sel_in[0] / -0.99 / 7
after global routing: out2[57] / sel_in[1] / -0.96 / 5
final: out2[57] / sel_in[1] / -0.97 / 5
cell type report:
class | count | share of cell area [%]
tap | 4794 | 13.42
timing repair buffer | 2264 | 60.69
multi-input combinational | 1280 | 25.45
antenna | 78 | 0.4367
worst max-delay path, cell delays in order:
cell and delay, ns:
buf_16 0.13, buf_12 0.23, buf_6 0.23, and3b_2 0.27
clkdlybuf4s50_1 0.57
repair_timing:
action                                  4_1_cts  5_1_grt
resized                                     465      366
endpoints found under the setup margin     1280     1280
cloned                                       32       28
pin swaps                                    13       10
setup buffers                                41       36
per-stage QoR:
step / hold WS (ns) / setup TNS (ns) / total power [mW] / std cells / util [%]
finish: 0.9559 / -918.39 / 19.68 / 8416 / 12.36
floorplan: 0.4890 / -9.849 / 2.968 / 1564 / -
detailed placement: 1.112 / -1111.62 / 18.35 / 8202 / 11.37
global route: 0.9854 / -964.17 / 20.65 / 8358 / 12.32
CTS: 1.044 / -978.88 / 19.51 / 8275 / 11.92
global placement: 1.107 / -1104.65 / 18.36 / 8202 / 11.37
power by group through the flow:
stage | logic [mW] | clock network (mW) | registers [mW]
4_1_cts | 19.5 | 0 | 0
5_1_grt | 20.6 | 0.000000237 | 0
metal layers:
layer / vias up / share of wire (%) / track usage, %
met5: - / 0.092 / 0
met4: 20 / 2.0 / 2.117
met3: 250 / 13 / 9.732
met2: 1838 / 47 / 30.13
met1: 11847 / 37 / 20.39
li1: 9879 / - / -
Power figures rest on the tool's default switching activity, not on a simulated workload.

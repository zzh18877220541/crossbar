<file path="design/flow/run.sh">
#!/bin/bash
# OpenROAD 26Q1-2900-gdf79404cd8, Yosys 0.63+post, stock flow scripts
make -C /OpenROAD-flow-scripts/flow DESIGN_CONFIG=/design/flow/config.mk WORK_HOME=/design/flow/orfs finish
</file>
<file path="design/flow/config.mk">
export PLATFORM = sky130hd
export DESIGN_NAME = arbiter
export DESIGN_NICKNAME = arbiter
export VERILOG_FILES = /design/flow/design.v
export SDC_FILE = /design/flow/constraint.sdc
export NUM_CORES = 4
export LEC_CHECK = 1
export CORE_AREA = 10 10 82 82
export DIE_AREA = 0 0 92 92
</file>
<file path="design/flow/constraint.sdc">
current_design arbiter

set clk_period 2.2
set clk_io_pct 0.2

create_clock -name clk0 -period $clk_period [get_ports {clock}]

set non_clock_inputs [all_inputs -no_clocks]
set_input_delay [expr $clk_period * $clk_io_pct] -clock clk0 $non_clock_inputs
set_output_delay [expr $clk_period * $clk_io_pct] -clock clk0 [all_outputs]
</file>
<file path="design/flow/design.v">
module arbiter(
  input             clock,         
  input             reset,         
  input [3:0]       request,       
  output reg [3:0]  grant          
);
reg [1:0]      R_rr;                   
reg [3:0] R_grant_temp;                
reg [3:0] R_shift_req, R_shift_grant;  
always @(posedge clock)
begin
  if (reset) begin
    R_shift_req = 4'b0000;
  end
  else begin
    case(R_rr)
      2'b00: R_shift_req = request;                 
      2'b01: R_shift_req = {request[0], request[3:1]};  
      2'b10: R_shift_req = {request[1:0], request[3:2]};  
      2'b11: R_shift_req = {request[2:0], request[3]};   
    endcase
  end
end
always @(posedge clock)
begin
   R_shift_grant = 4'b0000;
  if (R_shift_req[0])
    R_shift_grant[0] = 1'b1;
  else if (R_shift_req[1])
    R_shift_grant[1] = 1'b1;
  else if (R_shift_req[2])
    R_shift_grant[2] = 1'b1;
  else if (R_shift_req[3])
    R_shift_grant[3] = 1'b1;
end
always @(posedge clock)
begin
  if (reset) begin
    R_grant_temp = 4'b0000;
  end
  else begin
    case(R_rr)
      2'b00: R_grant_temp = R_shift_grant;                   
      2'b01: R_grant_temp = {R_shift_grant[2:0], R_shift_grant[3]};  
      2'b10: R_grant_temp = {R_shift_grant[1:0], R_shift_grant[3:2]};  
      2'b11: R_grant_temp = {R_shift_grant[0], R_shift_grant[3:1]};    
    endcase
  end
end
always @(posedge clock)
begin
  if (reset)
    begin
      grant <=  4'b0000;
      R_rr  <=  2'b00;            
    end
  else
    begin
        grant <=  R_grant_temp;  
        case(1'b1)
            grant[0]: R_rr <=  2'b01;
            grant[1]: R_rr <=  2'b10;
            grant[2]: R_rr <=  2'b11;
            grant[3]: R_rr <=  2'b00;
        endcase
    end
end
endmodule
</file>
==> flow_summary.ini <==
; yosys + openroad results
[synth]
synth_area_um2 = 734.5
ys_top_cells_by_count = 19 x dfxtp_1, 8 x a211oi_1, 8 x a222oi_1, 8 x nor4_1, 6 x nor2b_1
xor_area_frac = 0
top_area_frac = 0.5179
ys_seq_share = 0.5179
ys_sh_aoi = 0.2181
simple_gate_share = 0.1925
mux_area_frac = 0
ys_top_logic_family = AND-OR/OR-AND gates
yosysUniqueCellTypes = 17
area_leaders = dfxtp_1 52%, a222oi_1 11%, a211oi_1 8.2%
syn-mean-instance-area_um2 = 10.80
edf_count = 0
ys_cells = 68
async_reset_ff_frac = 0
yosysTopAreaCell = dfxtp_1
ys_seq_elements = 19
ys_warn_count = 1
synthCells = 68
synthAdderAreaFrac = 0
most_common_cell = dfxtp_1
ys.flop_type = dfxtp_1
ys_chip_area_um2 = 734.5

[clocking]
clk_path_buf_depth = 2
hold_buffers = 0
cts-root-buf = clkbuf_8
path_clk_slew_ns = 0.06
h-tree-depth = 1
cts_made_buffers = 3
postCtsSetupBuffers = 0
clk_latency_ns = 0.25
cts-resized-gates = 0
cts.sinks = 19
cts_tree = built

[timing]
skew_ns = 0.002272
tightest_slew_ns = 0.5608
rsz0062_at_grt = no
slew_headroom = 0.6256
slew_violations = 0
maxClockFrequency_mhz = 645.6
fin_crit_ns = 1.549
final.setup.tns_ns = 0
setup_violations = 0
hold_viol_final = 0
postLayoutSetupSlackWorst_ns = 0.6510
timing.final.crit_share = 0.7041

[global_routing]
grt_first_pass_wirelength_um = 2221
antenna_found_initial = 0
overflow = 0
track_usage = 0.03147
grt_max_degree = 19
grt_pass1_vias = 475

[detailed_routing]
wl_per_cell_um = 9.336
ant_nets = 0
detail_route.first_pass.iterations = 5
top_layer_used = met4
drc = 0
diodes = 0
routed_wl_um = 1335
vias_per_cell = 3.846
met3_length_um = 140
vias = 550
met2_length_um = 595
drtIter0Drc = 90
wl_met1_um = 587

[worst_setup_path]
cp_num_buf_inv = 1
max_stage_delay_ns = 0.49
arrival_ns = 1.11
cpMaxStageDelayCell = clkdlybuf4s50_1
worst_setup_path_start_kind = register
critPathKind = reg2out
crit_fanout = 4
worstSetupEndpointType = output pin
crit_chain = clkdlybuf4s50_1
crit_family = buffers and inverters
crit_required_ns = 1.76

[die]
die_y_um = 92
core_mm2 = 0.005075
dieArea_mm2 = 0.008464
die_w_um = 92
row_count = 26
fp_util = 0.1447
io_pins = 10

[power_and_ir_drop]
power.total_mw = 0.8426
power_density_mw_per_mm2 = 926.3
peakVddDrop_uv = 210.0
p_leak_nw = 0.2801

[placed_design]
hpwlAfterDp_um = 990.1
portBuffers = 9
pre_cts_ws_ns = 0.6436
place_congestion = 0.7203

[finish]
num-fill-cells = 567
post-route-util = 0.1792
drive_gt1_frac = 0.06849
syn_to_final_growth_pct = 23.85

[run_status]
status = finished, final reports clean

[flow_run]
maxCapViolCount = 0
tool_warnings = 25

[worst_hold_path]
hold_path.class = reg2reg
-- power breakdown --
group	switching (mW)	internal (mW)
logic	0.0552	0.0920
registers	0.0626	0.408
clock network	0.0994	0.125
-- metal layers --
metal,up-vias,GRT usage
met3,2,0.01812
met1,245,0.03825
met5,-,0
met4,0,0.002571
met2,21,0.04941
li1,282,-
-- state kept, by name, indices dropped and copies added (netlist names) --
signal,count
grant,4
R_rr,3
R_shift_req,4
R_shift_grant,4
R_grant_temp,4
-- cells by family (layout without fill, tap and decap cells) --
kind of cell | Yosys count | count (layout)
flops | 19 | 19
compound gates | 19 | 19
simple gates | 21 | 21
buf+inv | 9 | 14
-- area by class of cell --
type	instances	area, um2	share of cell area
Clock buffer	3	41.29	0.04539
Clock inverter	1	5.005	0.005502
Inverter	1	3.754	0.004127
Multi-Input combinational cell	40	301.5	0.3315
Sequential cell	19	380.4	0.4182
Tap cell	70	87.58	0.09629
Timing Repair Buffer	9	90.09	0.09904
-- stage by stage --
step                hold WS (ns)  instance area, um2  cells
finish                    0.3845               909.6    143
global route              0.4164               909.6    143
CTS                       0.3851               909.6    143
detailed placement        0.3759               863.3    139
global placement          0.3755               863.3    139
floorplan                 0.3643               734.5     68
-- final timing paths --
check / startpoint / end / slack, ns / depth (start not counted)
max reg2reg: R_rr[2] / R_rr[2] / 0.81 / 2
max: grant[0] / grant[0] / 0.65 / 1
min: R_shift_req[0] / R_shift_grant[0] / 0.38 / 0
min reg2reg: R_shift_req[0] / R_shift_grant[0] / 0.38 / 0
-- layout by cell type, fill, tap and decap left out --
cell,Yosys,layout
a211oi_1,8,8
a21oi_1,1,1
a222oi_1,8,8
clkbuf_8,0,3
clkdlybuf4s50_1,0,9
clkinv_2,0,1
dfxtp_1,19,19
inv_1,1,1
nor2_1,1,1
nor2b_1,6,6
nor3_1,1,1
nor3b_1,2,2
nor4_1,8,8
nor4b_1,1,1
o21a_1,2,2
or3_4,1,1
or4b_1,1,1
Power and IR drop assume default switching activity.

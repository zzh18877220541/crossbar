==> flow/design.v <==
module arbiter_16x16 (
  input             clock,        
  input             reset,        
  input  [15:0]     request,      
  output reg [15:0] grant         
);
reg [3:0]      R_rr;              
reg [15:0]     R_grant_temp;      
reg [15:0]     R_shift_req;       
reg [15:0]     R_shift_grant;     
always @(posedge clock) begin
  if (reset) begin
    R_shift_req = 4'b0000;
  end
  case(R_rr)
    4'b0000: R_shift_req = request;                              
    4'b0001: R_shift_req = {request[0], request[15:1]};          
    4'b0010: R_shift_req = {request[1:0], request[15:2]};        
    4'b0011: R_shift_req = {request[2:0], request[15:3]};        
    4'b0100: R_shift_req = {request[3:0], request[15:4]};        
    4'b0101: R_shift_req = {request[4:0], request[15:5]};        
    4'b0110: R_shift_req = {request[5:0], request[15:6]};        
    4'b0111: R_shift_req = {request[6:0], request[15:7]};        
    4'b1000: R_shift_req = {request[7:0], request[15:8]};        
    4'b1001: R_shift_req = {request[8:0], request[15:9]};        
    4'b1010: R_shift_req = {request[9:0], request[15:10]};       
    4'b1011: R_shift_req = {request[10:0], request[15:11]};      
    4'b1100: R_shift_req = {request[11:0], request[15:12]};      
    4'b1101: R_shift_req = {request[12:0], request[15:13]};      
    4'b1110: R_shift_req = {request[13:0], request[15:14]};      
    4'b1111: R_shift_req = {request[14:0], request[15]};         
  endcase
end
always @(posedge clock) begin
   R_shift_grant = 16'b0000_0000_0000_0000;   
   if (R_shift_req[0])
     R_shift_grant[0] = 1'b1;
   else if (R_shift_req[1])
     R_shift_grant[1] = 1'b1;
   else if (R_shift_req[2])
     R_shift_grant[2] = 1'b1;
   else if (R_shift_req[3])
     R_shift_grant[3] = 1'b1;
   else if (R_shift_req[4])
     R_shift_grant[4] = 1'b1;
   else if (R_shift_req[5])
     R_shift_grant[5] = 1'b1;
   else if (R_shift_req[6])
     R_shift_grant[6] = 1'b1;
   else if (R_shift_req[7])
     R_shift_grant[7] = 1'b1;
   else if (R_shift_req[8])
     R_shift_grant[8] = 1'b1;
   else if (R_shift_req[9])
     R_shift_grant[9] = 1'b1;
   else if (R_shift_req[10])
     R_shift_grant[10] = 1'b1;
   else if (R_shift_req[11])
     R_shift_grant[11] = 1'b1;
   else if (R_shift_req[12])
     R_shift_grant[12] = 1'b1;
   else if (R_shift_req[13])
     R_shift_grant[13] = 1'b1;
   else if (R_shift_req[14])
     R_shift_grant[14] = 1'b1;
   else if (R_shift_req[15])
     R_shift_grant[15] = 1'b1;
end
always @(posedge clock) begin
  if (reset) begin
    R_grant_temp = 4'b0000;
  end
  case(R_rr)
    4'b0000: R_grant_temp = R_shift_grant;                               
    4'b0001: R_grant_temp = {R_shift_grant[14:0], R_shift_grant[15]};    
    4'b0010: R_grant_temp = {R_shift_grant[13:0], R_shift_grant[15:14]};  
    4'b0011: R_grant_temp = {R_shift_grant[12:0], R_shift_grant[15:13]};  
    4'b0100: R_grant_temp = {R_shift_grant[11:0], R_shift_grant[15:12]};  
    4'b0101: R_grant_temp = {R_shift_grant[10:0], R_shift_grant[15:11]};  
    4'b0110: R_grant_temp = {R_shift_grant[9:0], R_shift_grant[15:10]};   
    4'b0111: R_grant_temp = {R_shift_grant[8:0], R_shift_grant[15:9]};    
    4'b1000: R_grant_temp = {R_shift_grant[7:0], R_shift_grant[15:8]};    
    4'b1001: R_grant_temp = {R_shift_grant[6:0], R_shift_grant[15:7]};    
    4'b1010: R_grant_temp = {R_shift_grant[5:0], R_shift_grant[15:6]};    
    4'b1011: R_grant_temp = {R_shift_grant[4:0], R_shift_grant[15:5]};    
    4'b1100: R_grant_temp = {R_shift_grant[3:0], R_shift_grant[15:4]};    
    4'b1101: R_grant_temp = {R_shift_grant[2:0], R_shift_grant[15:3]};    
    4'b1110: R_grant_temp = {R_shift_grant[1:0], R_shift_grant[15:2]};    
    4'b1110: R_grant_temp = {R_shift_grant[1:0], R_shift_grant[15:2]};    
    4'b1111: R_grant_temp = {R_shift_grant[0], R_shift_grant[15:1]};      
  endcase
end
always @(posedge clock or posedge reset) begin
  if (reset) begin
    grant <= 16'b0000_0000_0000_0000;    
    R_rr  <= 4'b0000;                    
  end
  else begin
    grant <= R_grant_temp;   
    case (1'b1)
      grant[0]: R_rr <= 4'b0001;
      grant[1]: R_rr <= 4'b0010;
      grant[2]: R_rr <= 4'b0011;
      grant[3]: R_rr <= 4'b0100;
      grant[4]: R_rr <= 4'b0101;
      grant[5]: R_rr <= 4'b0110;
      grant[6]: R_rr <= 4'b0111;
      grant[7]: R_rr <= 4'b1000;
      grant[8]: R_rr <= 4'b1001;
      grant[9]: R_rr <= 4'b1010;
      grant[10]: R_rr <= 4'b1011;
      grant[11]: R_rr <= 4'b1100;
      grant[12]: R_rr <= 4'b1101;
      grant[13]: R_rr <= 4'b1110;
      grant[14]: R_rr <= 4'b1111;
      grant[15]: R_rr <= 4'b0000;
    endcase
  end
end
endmodule
==> flow/run.sh <==
#!/bin/bash
# OpenROAD 26Q1-2900-gdf79404cd8, Yosys 0.63+post, stock flow scripts
make -C /OpenROAD-flow-scripts/flow DESIGN_CONFIG=/design/flow/config.mk WORK_HOME=/design/flow/orfs finish
==> flow/config.mk <==
export PLATFORM = sky130hd
export DESIGN_NAME = arbiter_16x16
export DESIGN_NICKNAME = arbiter_16x16
export VERILOG_FILES = /design/flow/design.v
export SDC_FILE = /design/flow/constraint.sdc
export NUM_CORES = 4
export LEC_CHECK = 1
export CORE_UTILIZATION = 30
==> flow/constraint.sdc <==
current_design arbiter_16x16

set clk_period 3.3
set clk_io_pct 0.2

create_clock -name clk0 -period $clk_period [get_ports {clock}]

set non_clock_inputs [all_inputs -no_clocks]
set_input_delay [expr $clk_period * $clk_io_pct] -clock clk0 $non_clock_inputs
set_output_delay [expr $clk_period * $clk_io_pct] -clock clk0 [all_outputs]
==> out/results.txt <==
Final Skew - 7.68 ps
met2 WL - 8.43 mm
Seq share, synth - 33.4%
ys flop type - dfxtp_1
core box area - 16,800 um^2
# H-tree levels - 3
number of flops mapped to enable cells by yosys - 0
CP Capture Point - R_shift_req[14]$_DFF_P_
min Tclk post-route - 2310 ps
fp_density - 31.1%
relative slew slack - 40.0%
Die W - 134 um
fmax - 432 MHz
switching power - 2.18 mW
Least-Margin Pin Slew - 897 ps
Tcrit/Tclk final - 70.1%
n_diodes - 0
drt pass-1 iters - 13
Seq pwr share - 33.8%
port bufs - 33
worst setup path start - request[4]
cts bufs inserted - 9
pre-CTS setup slack - 761 ps
sw frac - 43.0%
met3 wire length - 3.04 mm
setup violators final - 0
internal power - 2.90 mW
R2R Setup Slk - 1100 ps
LEAKAGE - 2.04 nW
largest net degree at the start of global routing - 65
fin. max-slew vios - 0
average wire per standard cell - 26.6 um
overall routing resource usage - 22.7%
Pwr Density - 885 nW/um^2
row count - 47
YS chip area - 5200 um^2
clock sink count - 79
fill count - 1,633
Critical Path AT - 2550 ps
Clk pwr share - 18.8%
ratio of cells with drive above 1 in the final layout - 7.38%
Clock Path Buffers - 2
final WL - 20.3 mm
CTS tree - yes
setup TNS - 0 ps
IR drop worst, VDD - 0.426 mV
ys cells - 599
Gate power share - 47.3%
Remaining Overflow, GRT - 0
CTS root buffer - clkbuf_16
CP Capture Type - register
Hold Vio Cnt, Final - 0
final worst setup slack - 987 ps
CTS resizes - 0
YS warnings - 1
top routing layer used - met4
number of DRC markers in iteration 0 - 1,327
FF-to-FF End - R_shift_req[1]$_DFF_P_
post-CTS setup buffer count - 0
Total Power - 5.09 mW
Hold-fix buffers, CTS - 0
syn_area_per_cell - 8.69 um^2
vias in the first global route - 5,537
Hold WC Path Type - register to register
DR vias/cell - 7.40
RR Startpoint - R_rr[8]$_DFF_PP0_
Die ar. - 17,900 um^2
gate count after technology mapping - 599
I/O pin count - 34
CTS clock-pin slew for the worst setup and hold paths - 60 ps
Latency at later pin - 340 ps
crit start category - input pin
Required @ worst endpoint - 3540 ps
Post-DRT Antenna Nets - 0
Area growth, synth to finish - 10.3%
unrepaired setup endpoints after global routing - no
routed length on met1 - 8.09 mm
worst reg2reg path depth - 5
wire length of the first global-routing pass - 31.3 mm
Syn Std Cell Area - 5200 um^2
Die H - 134 um
initial antenna violation count - 0
drc violations - 0
Hold Path Origin - R_grant_temp[3]$_DFF_P_
crit path max fanout - 16
gp weighted congestion - 0.822
Synth Register Bits - 79
Tool Warnings - 25
hpwl dp - 10.4 mm
asr flop ratio synth - 39.2%
worst hold margin - 325 ps
Vias - 5,639
crit path kind - input pin to register
maxcap violations - 0
Yosys cell types - 36
status - finished, final reports clean
[per-stage QoR]
stage	cells	cell area, um^2	utilization, %
final	762	5740	34.3
after detailed placement	746	5450	32.5
after CTS	762	5740	34.3
after global placement	746	5450	32.5
after floorplan	599	5200	-
after global routing	762	5740	34.3
[critical path: stages]
cell and delay, ps:
clkdlybuf4s50_1 870, a22o_1 430, a221oi_1 210, nand4_1 160, o22a_1 220
[how the worst min path moves through the flow]
stage,to,depth (start not counted)
global route,grant[3]$_DFF_PP0_,0
finish,grant[3]$_DFF_PP0_,0
CTS,grant[3]$_DFF_PP0_,0
[registers in the layout, summed over array words and instances, names as in the netlist]
name,count
R_shift_req,16
R_rr,15
grant,16
R_grant_temp,16
R_shift_grant,16
[synth_stat cells (all sizes together), types with 2 or more instances]
library cell  count  share of area [%]
a221oi           31                5.2
a222oi           32                6.2
a22o             39                6.6
a22oi           130                 19
a32o              5               0.96
and2              2               0.24
buf              28                2.5
clkbuf           96                6.9
dfrtp            31                 15
dfxtp            48                 18
inv               9               0.65
nand2             4               0.29
nand3            33                3.2
nand4            33                4.0
nand4b            2               0.62
nor2             18                1.3
nor2b             2               0.24
nor3              7               0.77
nor3b             4               0.67
nor4              5               0.72
o22a             31                5.2
[power groups by stage]
stage         Clock (mW)  Sequential (mW)  Combinational (mW)
CTS                0.976             1.70                2.32
global route        1.00             1.76                2.56
finish             0.958             1.72                2.41
[placed cells by master, fill, tap and decap left out]
cell type | synthesis | routed
a222oi_1 | 32 | 32
a22o_1 | 39 | 39
inv_1 | 9 | 9
a21o_1 | 1 | 1
nand3b_4 | 1 | 1
nor4_1 | 4 | 4
inv_6 | 0 | 2
and2_1 | 2 | 2
nor4_2 | 1 | 1
nor2_1 | 18 | 18
clkdlybuf4s50_1 | 0 | 33
clkbuf_16 | 0 | 9
nand2_1 | 4 | 4
dfrtp_1 | 31 | 31
dfxtp_1 | 48 | 48
o21a_1 | 1 | 1
clkinv_2 | 0 | 1
nand3_1 | 33 | 33
and3b_1 | 1 | 1
nor3_2 | 1 | 1
nand4b_4 | 1 | 1
or4_4 | 1 | 1
clkbuf_8 | 0 | 2
clkinvlp_4 | 0 | 2
a32o_1 | 5 | 5
a22oi_1 | 130 | 130
or2b_1 | 1 | 1
a221oi_1 | 31 | 31
o22a_1 | 31 | 31
nor4bb_1 | 1 | 1
nor4b_1 | 1 | 1
nor3b_1 | 3 | 3
nor2b_1 | 2 | 2
nor3b_2 | 1 | 1
nand4b_1 | 1 | 1
buf_4 | 1 | 18
nand4_1 | 33 | 33
nor3_1 | 6 | 6
a21oi_1 | 1 | 1
[layer usage]
layer	vias to the layer above	track usage, %
met5	-	1.11
met4	0	8.65
met3	106	10.6
met2	573	30.6
met1	2638	31.4
li1	2322	-
[cell type report]
type | instances | area [um^2] | area share [%]
sequential | 79 | 1740 | 30.2
inverter | 9 | 33.8 | 0.588
clock inverter | 5 | 37.5 | 0.654
clock buffer | 11 | 253 | 4.40
multi-input combinational | 387 | 2940 | 51.2
timing repair buffer | 51 | 465 | 8.10
tap | 220 | 275 | 4.79
[cell families after synthesis]
family	count (synthesis)	synth area share, %
AND-OR/OR-AND	271	43.2
buffers and inverters	133	10.1
flip-flops	79	33.4
AND/OR/NAND/NOR	116	13.3
Power figures rest on the tool's default switching activity, not on a simulated workload.
